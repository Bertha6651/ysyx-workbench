<file path="run.sh">
#!/bin/bash
# OpenROAD 26Q1-2900-gdf79404cd8, Yosys 0.63+post, stock flow scripts
make -C /OpenROAD-flow-scripts/flow DESIGN_CONFIG=/design/flow/config.mk WORK_HOME=/design/flow/orfs finish
</file>
<file path="config.mk">
export PLATFORM = sky130hd
export DESIGN_NAME = lab02Streaminglight
export DESIGN_NICKNAME = lab02Streaminglight
export VERILOG_FILES = /design/flow/design.v
export SDC_FILE = /design/flow/constraint.sdc
export NUM_CORES = 4
export LEC_CHECK = 1
export CORE_UTILIZATION = 30
</file>
<file path="constraint.sdc">
current_design lab02Streaminglight

set clk_period 5.7
set clk_io_pct 0.2

create_clock -name clk0 -period $clk_period [get_ports {clk}]

set non_clock_inputs [all_inputs -no_clocks]
set_input_delay [expr $clk_period * $clk_io_pct] -clock clk0 $non_clock_inputs
set_output_delay [expr $clk_period * $clk_io_pct] -clock clk0 [all_outputs]
</file>
<file path="design.v">
module lab02Streaminglight(
  input clk,
  input rst,
  output reg [15:0] led
);
  reg [31:0] count;
  always @(posedge clk) begin
    if (rst) begin led <= 1; count <= 0; end
    else begin
      if (count == 0) led <= {led[14:0], led[15]};
      count <= (count >= 5000000 ? 32'b0 : count + 1);
    end
  end
endmodule
</file>
==> results_dict.tcl <==
# flow metrics
set metrics [dict create \
    p_sw_uw 108 \
    pin_count 18 \
    p_leak_uw 0.000732 \
    area_delta_synth_final_pct 19.6 \
    min_period_ns 2.71 \
    clockRootBuffer "clkbuf_8" \
    grt_util_all_layers 0.100 \
    wire_per_inst_microns 11.3 \
    power_frac_comb 0.010 \
    crit_fanout 23 \
    register_area_sq_um 961 \
    drt_pass1_iterations 4 \
    min-delay-start "count[0]" \
    setup_viol 0 \
    pre_cts_ws_ns 2.70 \
    coreArea_sq_um 6350 \
    status "finished clean" \
    drtIter0Drc 99 \
    grt_pass1_vias 1297 \
    rr_startpoint "count[2]" \
    syn_inst 204 \
    maxCapViolations 0 \
    layout_top_cells "dfxtp_1 (48), nor3_1 (22), clkdlybuf4s50_1 (17)" \
    die_area_sq_um 6930 \
    lay_top_count "dfxtp_1" \
    n_fill_cell 614 \
    ys_cells 204 \
    cts_tree "built" \
    htreeDepth 2 \
    irDropWorstVdd_v 0.000141 \
    max_freq_mhz 369 \
    cts_resized 0 \
    grt_pass1_wl_microns 5780 \
    power_density_nw_per_um2 262 \
    yosysUniqueCellTypes 34 \
    edf_count 0 \
    path_clk_slew_ns 0.08 \
    finalCritPeriodShare 0.476 \
    postSynth.asyncResetShare 0 \
    relSlewSlack 0.437 \
    gp_congestion 0.792 \
    antenna_found_initial 0 \
    slew_violations 0 \
    viasPerCell 4.77 \
    critPathSlowestCell "a2111o_1" \
    drive_above_1_share 0.0487 \
    ys_seq_frac 0.485 \
    p_total_uw 622 \
    hold_path_depth 1 \
    cts.sinks 48 \
    insertion_delay_ns 0.29 \
    tool_warnings 26 \
    reg2reg_depth 4 \
    portBuffers 17 \
    setup_tns_ns 0 \
    setup_slack_ns 2.99 \
    row_count 29 \
    comb_area_sq_um 987 \
    clkPwrFrac 0.444 \
    start_kind "input port" \
    fp.dieW_microns 83.3 \
    r2r-end "count[19]" \
    cts-buffers-inserted 5 \
    syn_area_per_cell_sq_um 9.71 \
    crit_arrival_ns 2.91 \
    hold_path_class "flip-flop to flip-flop" \
    drc_errors 0 \
    seqPwrFrac 0.546 \
    intPower_uw 514 \
    ant_nets 0 \
    hold_violations 0 \
    syn-cell-area_sq_um 1980 \
    antenna_cells 0 \
    skew_ns 0.00550 \
    switching_share 0.173 \
    num_vias 1444 \
    grt_max_degree 24 \
    cts_setup_buffers 0 \
    synth_flops 48 \
    yosysWarningCount 1 \
    rsz0062_at_grt "no" \
    hpwl_microns 2290 \
    ff_type "dfxtp_1" \
    end_kind "flip-flop" \
    crit_required_ns 5.90 \
    ys_area_sq_um 1980 \
    hold_path_end "count[0]" \
    tightest_slew_ns 0.845 \
    die_h_microns 83.3 \
    floorplan.core_util 0.312 \
    critPathMaxStageDelay_ns 0.78 \
    path_cells "clkdlybuf4s50_1 > a2111o_1 > a211oi_1" \
    cts_buffer_depth 2 \
    grt-ovfl-total 0 \
    setup.worst_path.class "input port to flip-flop" \
    drt_wl_total_microns 3440 \
    hold_buffers 0 \
    rrSetupSlack_ns 3.47 \
]
## cell type report
class / count / share of cell area
clock buffers: 5 / 0.0290
clock inverters: 2 / 0.0253
inverters: 5 / 0.00792
multi-input cells: 148 / 0.417
flip-flops and latches: 48 / 0.405
well taps: 77 / 0.0407
repair buffers: 18 / 0.0750
## cell usage after synthesis (2+ instances only)
cell type | number | share of area
clkbuf_1 | 7 | 0.013
xnor2_1 | 10 | 0.044
xor2_1 | 3 | 0.013
nor4_1 | 6 | 0.019
ha_1 | 2 | 0.013
o211ai_1 | 2 | 0.0076
buf_2 | 2 | 0.0051
inv_1 | 5 | 0.0095
o21ai_0 | 5 | 0.013
nor3_1 | 22 | 0.056
a211oi_1 | 7 | 0.027
nand4_1 | 5 | 0.016
nor2_1 | 6 | 0.011
or4_1 | 4 | 0.015
dfxtp_1 | 48 | 0.49
nand3_1 | 7 | 0.018
nand2_1 | 8 | 0.015
or3_1 | 5 | 0.016
buf_1 | 2 | 0.0038
o31ai_1 | 3 | 0.011
mux2i_1 | 16 | 0.081
and3_1 | 2 | 0.0063
nand2b_1 | 16 | 0.051
## worst max path at each step
stage | from | to | slack (ns)
CTS | rst | count[19] | 3.00
global route | rst | count[21] | 2.90
finish | rst | count[21] | 2.99
## layer usage
layer  routed length (microns)  vias to the layer above  GRT usage
li1                          -                      770          -
met1                      1830                      647      0.156
met2                      1460                       25      0.152
met3                       118                        2     0.0182
met4                        34                        0     0.0141
met5                         0                        -          0
## metrics by stage
step           hold slack [ns]  instance area (sq um)   util  std cells
2_1_floorplan            0.449                   2010      -        212
3_3_place_gp             0.480                   2240  0.353        296
3_5_place_dp             0.476                   2240  0.353        296
4_1_cts                  0.488                   2370  0.373        303
5_1_grt                  0.508                   2370  0.373        303
6_report                 0.482                   2370  0.373        303
## registers in the layout (all words and copies together), names as in the netlist
signal	cells
led	16
count	32
## power groups by stage
| stage | clock [uW] | combinational (uW) | sequential, uW |
|---|---|---|---|
| final | 276 | 5.98 | 339 |
| after CTS | 287 | 5.99 | 339 |
| after global routing | 301 | 6.66 | 340 |
## critical path, delay by kind of cell
| family | cells | cell delay (ns) |
|---|---|---|
| AND-OR/OR-AND | 2 | 1.07 |
| buffers and inverters | 1 | 0.69 |
## kinds of logic (layout without fill, tap and decap cells)
| group | count (synthesis) | after routing | synth area share |
|---|---|---|---|
| AND/OR/NAND/NOR | 87 | 87 | 0.254 |
| flip-flops | 48 | 48 | 0.485 |
| AND-OR/OR-AND | 21 | 21 | 0.0764 |
| multiplexers | 16 | 16 | 0.0809 |
| buffers and inverters | 16 | 30 | 0.0316 |
| XOR/XNOR | 13 | 13 | 0.0575 |
| adder cells (fa/ha/maj) | 2 | 2 | 0.0126 |
| other | 1 | 9 | 0.00189 |
Power figures rest on the tool's default switching activity, not on a simulated workload.
