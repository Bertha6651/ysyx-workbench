==> ./config.mk <==
export PLATFORM = sky130hd
export DESIGN_NAME = ex03ALU
export DESIGN_NICKNAME = ex03ALU
export VERILOG_FILES = /design/flow/design.v
export SDC_FILE = /design/flow/constraint.sdc
export NUM_CORES = 4
export LEC_CHECK = 1
export CORE_AREA = 10 10 70 70
export DIE_AREA = 0 0 80 80
==> ./constraint.sdc <==
current_design ex03ALU

set clk_period 4.1
set clk_io_pct 0.2

create_clock -name clk0 -period $clk_period

set non_clock_inputs [all_inputs -no_clocks]
set_input_delay [expr $clk_period * $clk_io_pct] -clock clk0 $non_clock_inputs
set_output_delay [expr $clk_period * $clk_io_pct] -clock clk0 [all_outputs]
==> ./run.sh <==
#!/bin/bash
# OpenROAD 26Q1-2900-gdf79404cd8, Yosys 0.63+post, stock flow scripts
make -C /OpenROAD-flow-scripts/flow DESIGN_CONFIG=/design/flow/config.mk WORK_HOME=/design/flow/orfs finish
==> ./design.v <==
module ex02DeOrEncoder(
    input [7:0] in,
    output reg indicator,
    output reg [2:0] out,
    output [7:0] seg
);
always @(*) begin
    indicator =1;
    out=0;
    casez (in)
        8'b1zzzzzzz: out=7;
        8'b01zzzzzz: out=6;
        8'b001zzzzz: out=5;
        8'b0001zzzz: out=4;
        8'b00001zzz: out=3;
        8'b000001zz: out=2;
        8'b0000001z: out=1;
        8'b00000001: out=0;
        default: indicator=0;
    endcase
end
bcd7seg seg38(
    .b(out),
    .h(seg));
endmodule
module bcd7seg(
  input  [2:0] b,
  output reg [7:0] h
);
always @(*) begin
    case(b)
        3'd0:h=~8'b11111101;
        3'd1:h=~8'b01100000;
        3'd2:h=~8'b11011010;
        3'd3:h=~8'b11110010;
        3'd4:h=~8'b01100110;
        3'd5:h=~8'b10110110;
        3'd6:h=~8'b10111110;
        3'd7:h=~8'b11100000;
        default:h=~8'b11111101;
    endcase
end
endmodule
module ex03ALU(
    input [2:0] sel, 
    input [3:0] a,b, 
    output reg [4:0] out, 
    output OF,ZF,CF,SF, 
    output [7:0] outseg0,outseg1 
);
alu alu01 
(
    .sel(sel),
    .a(a),
    .b(b),
    .out(out),
    .OF(OF),
    .ZF(ZF),
    .CF(CF),
    .SF(SF)
);
bcd7seg seg0(
    .b(out[2:0]),
    .h(outseg0)
);
bcd7seg seg1(
    .b({1'b0,out[4:3]}),
    .h(outseg1)
);
endmodule
module alu(
    input [2:0] sel,
    input [3:0] a,b,
    output reg [4:0] out,
    output OF,ZF,CF,SF
);
wire  [3:0] outn,outor,outxor,outand,subb; 
wire  [4:0] outps; 
reg         ifsub; 
wire        ifps; 
wire        AlargeB; 
assign out=5'b0;
assign subb=(ifsub) ? (~b+1):b;
assign outn=~a;
assign outor=a|b;
assign outxor=a^b;
assign outand=a&b;
assign outps=a+subb;
assign ifps=outps[4];
assign SF=outps[3];
assign CF=ifps; 
assign OF=ifps^outps[3]; 
assign ZF=((a+~b+1)==4'b0) ? 1:0; 
assign AlargeB=outps[3]^OF;
always @(*) begin
    ifsub=0;
    out=5'b0;
    case(sel)
    3'b000:begin 
        ifsub=0;
        out=outps;
    end
    3'b001:begin 
        ifsub=1;
        out=outps;
    end
    3'b010:out[3:0]=outn; 
    3'b011:out[3:0]=outand; 
    3'b100:out[3:0]=outor; 
    3'b101:out[3:0]=outxor; 
    3'b110:begin 
        ifsub=1;
        if(AlargeB) out=0;
        else out=1;
    end
    3'b111:begin 
        ifsub=1;
        if(ZF) out=1;
        else out=0;
    end
endcase
end
endmodule
==> ci_impl_report.md <==
### Metrics collected by this job

| Metric | Value |
|---|---|
| Hold Fails Final Rpt | 0 |
| Critical-path top delay cell | clkdlybuf4s50_1 |
| Vias in the first global route | between 400 and 500 |
| Most frequent cells in the layout | conb_1 (21), clkdlybuf4s50_1 (10), buf_4 (10) |
| Worst Hold Slack | approximately 2500 ps |
| Synth-to-layout area growth | 45.21% |
| Antenna diodes | 0 |
| Drt wl/cell | between 9 and 10 um |
| Flop Count | 0 |
| PwrDens | between 100 and 150 mW/mm2 |
| Chip area | about 0.0064 mm2 |
| Post-DP HPWL | roughly 1.1 mm |
| Area leader, netlist | buf_4 |
| Tmin final | roughly 4000 ps |
| Final wirelength | 1.228 mm |
| Buffer and inverter count on the worst path | 3 |
| Setup violations, final | 0 |
| Final Cell Area | roughly 740 um2 |
| Avg Synthesized Cell Area | 7.834 um2 |
| Gpl congestion | about 0.8 |
| Achievable frequency | roughly 250 MHz |
| Max_cap viols | 0 |
| Yosys cell count | approximately 65 |
| CP required | 3280 ps |
| IO Count | 36 |
| Leakage | 0.3883 nW |
| PortBufs | 15 |
| Fill count | a little under 400 |
| Gate Count Post-Synth | around 65 |
| Maximum VDD drop | 0.00004617 V |
| Area after DPL | slightly below 700 um2 |
| Vias | between 400 and 500 |
| Top cells, area | buf_4 (31%), ha_1 (22%), a21o_1 (4.4%) |
| Delay-heaviest family, CP | buffers and inverters |
| Cell repeated most along the worst path | a21o_1 |
| Starting Density | 14.91% |
| Drt drc | 0 |
| Yosys stat area | between 500 and 600 um2 |
| Area share of the largest cell type after synthesis | a little under a third |
| Status | finished, final reports clean |
| Yosys synthesis warning count | 3 |
| Tcrit/Tclk final | between 90% and 100% |
| CP cell instances | clkdlybuf4s50_1 > or3b_4 > nand2_2 > mux2_4 > ha_1 > a21o_1 > a21o_1 > buf_4 > xor2_1 > clkdlybuf4s15_1 |
| Cell Type Count | 23 |
| CP endpoint kind | primary output |
| Initial DRC count | 6 |
| CP max stage delay | around 420 ps |
| GRT Residual Overflow | 0 |
| Tool Warnings | 33 |
| Row count | 21 |
| Core ar. | 0.003416 mm2 |
| Register area | 0 um2 |
| Most common logic cell in the routed design | conb_1 |
| Final antenna-violating net count | 0 |
| First-pass GRT wire length | 1.890 mm |
| Nature of the critical path startpoint | primary input |
| Vias per inst | between 3 and 4 |
| Crit Path Category | in -> out |
| Crit-path max FO | 3 |
| Die X | about 80 um |
| Share of post-route cells with drive strength above 1 | 23.86% |
| Area of the mapped netlist | 509.2 um2 |
| Post-synth seq share | 0% |
| RSZ-0062 raised after global routing | no |
| Clock buf count | 0 |
| Post-cts hold buffer count | 0 |
| Global Route Usage Sum | under 10% |
| Slew Viols, Final | 0 |
| Non-filler cells in the finished layout | 134 |
| DRT Pass-1 Iters | 2 |
| Initial antenna violation count | 0 |
| Crit path arrival time | 3160 ps |
| HP Class | in -> out |
| Cells after DPL | ~130 |
| Largest net degree at the start of global routing | 5 |
| Vertical die size | approximately 80 um |
[cell usage after synthesis]
cell type   n
a2111oi_0   1
o31ai_1     1
or3b_1      1
inv_1       6
mux2_1      1
a221oi_1    1
or2_0       1
a32oi_2     1
inv_2       1
nor2b_1     2
xor2_1      1
and4b_1     1
conb_1      2
a21oi_1     2
nand2_1     3
a21o_1      3
o21ai_0     1
a211oi_1    2
clkinv_2    1
xnor2_1     2
buf_4      21
ha_1        9
fa_1        1
[where the power goes]
| part | internal, mW | leakage, nW | switching, mW |
|---|---|---|---|
| clock network | 0 | 0 | 0 |
| registers | 0 | 0 | 0 |
| logic | 0.0527 | 0.388 | 0.0358 |
| total | 0.0527 | 0.388 | 0.0358 |
[per-stage QoR]
| step | util (%) | TNS, ps | setup slack, ps | total power, mW |
|---|---|---|---|---|
| 4_1_cts | 21.10 | 0 | 13.56 | 0.08721 |
| 6_report | 21.65 | 0 | 122.3 | 0.08849 |
| 2_1_floorplan | - | 0 | 809.7 | 0.04857 |
| 3_5_place_dp | 20.22 | -487.8 | -232.7 | 0.07961 |
| 5_1_grt | 21.65 | 0 | 6.827 | 0.09988 |
| 3_3_place_gp | 20.22 | -610.5 | -251.1 | 0.08030 |
[layer usage]
metal	vias up	routed length (um)	track usage, %
met5	-	0	0
met4	0	0	0
met3	0	97	1.250
met2	17	577	5.778
met1	184	553	4.425
li1	225	-	-
[tightest hold or removal path: stages]
cell,delay [ps]
dlymetal6s2s_1,130
inv_1,80
ha_1,160
o31ai_1,80
a221oi_1,190
dlygate4sd2_1,240
[repair_timing]
item,in CTS,in global routing
endpoints found under the setup margin,4,3
setup buffers,1,1
pin swaps,4,4
gates cloned,0,0
gates resized,10,8
[cell families after synthesis]
family	share of synthesized area, %
XOR/XNOR	5.161
AND-OR/OR-AND	18.43
multiplexers	2.211
adder cells (fa/ha/maj)	26.04
AND/OR/NAND/NOR	9.583
other	1.475
buffers and inverters	37.10
[area by class of cell]
class	instances	area, um2	share of cell area [%]
Inverter	8	31.28	4.230
Multi-Input combinational cell	55	430.4	58.21
Tap cell	46	57.56	7.783
Timing Repair Buffer	25	220.2	29.78
[worst paths after layout]
check / startpoint / to / slack, ps / depth (start not counted)
worst max-delay path: sel[1] / SF / 120 / 10
worst min-delay path: b[1] / ZF / 2510 / 6
Power figures rest on the tool's default switching activity, not on a simulated workload.
