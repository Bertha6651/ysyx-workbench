**flow/design.v**
```verilog
module ex06RegisterOrShifter(
    input clk,
    output reg [7:0] radom ,
    output [7:0] seg01,seg02
);
radomNumGenerator step01(
    .clk(clk),
    .radom(radom),
    .seg01(seg01),
    .seg02(seg02)
);
endmodule
module radomNumGenerator  
(
    input clk,
    output reg [7:0] radom,
    output [7:0] seg01,seg02
) ;
    wire temp;
    assign temp=radom[4]^radom[3]^radom[2]^radom[0]; 
    always @(posedge clk) begin
        if(radom==8'b0) begin
            radom<=8'b1;
        end
        else begin
            radom<={temp,radom[7:1]};
        end
    end
    bcd15seg seg1(
        .b(radom[3:0]),
        .h(seg01[7:0])
    );
    bcd15seg seg2(
        .b(radom[7:4]),
        .h(seg02[7:0])
    );
endmodule
module bcd15seg 
(  
  input  [3:0] b,  
  output reg [7:0] h  
);  
always @(*) begin  
    case(b)  
        4'h0: h = ~8'b11111101;  
        4'h1: h = ~8'b01100000;  
        4'h2: h = ~8'b11011010;  
        4'h3: h = ~8'b11110010;  
        4'h4: h = ~8'b01100110;  
        4'h5: h = ~8'b10110110;  
        4'h6: h = ~8'b10111110;  
        4'h7: h = ~8'b11100000;   
        4'h8: h = ~8'b11111110;  
        4'h9: h = ~8'b11110110;  
        4'hA: h = ~8'b11101110;  
        4'hB: h = ~8'b11111110;  
        4'hC: h = ~8'b10011100;  
        4'hD: h = ~8'b11111100;  
        4'hE: h = ~8'b10011110;  
        4'hF: h = ~8'b10001110;  
        default: h = 8'b00000010;  
    endcase  
end  
endmodule
```
**flow/run.sh**
```bash
#!/bin/bash
# OpenROAD 26Q1-2900-gdf79404cd8, Yosys 0.63+post, stock flow scripts
make -C /OpenROAD-flow-scripts/flow DESIGN_CONFIG=/design/flow/config.mk WORK_HOME=/design/flow/orfs finish
```
**flow/config.mk**
```make
export PLATFORM = sky130hd
export DESIGN_NAME = ex06RegisterOrShifter
export DESIGN_NICKNAME = ex06RegisterOrShifter
export VERILOG_FILES = /design/flow/design.v
export SDC_FILE = /design/flow/constraint.sdc
export NUM_CORES = 4
export LEC_CHECK = 1
export CORE_AREA = 10 10 100 100
export DIE_AREA = 0 0 110 110
```
**flow/constraint.sdc**
```tcl
current_design ex06RegisterOrShifter

set clk_period 3.6
set clk_io_pct 0.2

create_clock -name clk0 -period $clk_period [get_ports {clk}]

set non_clock_inputs [all_inputs -no_clocks]
set_input_delay [expr $clk_period * $clk_io_pct] -clock clk0 $non_clock_inputs
set_output_delay [expr $clk_period * $clk_io_pct] -clock clk0 [all_outputs]
```
==> impl_metrics.csv <==
group,metric,value,unit
final_layout,lay_top_cells,"clkdlybuf4s50_1, dfxtp_1, ha_1, nand2_1",
worst_hold_path,holdCritPathClass,"reg2reg",
synthesis,topCellsByArea,"dfxtp_1, ha_1, mux4_2",
die,io_pins,25,
clocking,cts_buffers,3,
sta,setup_tns,0,ps
critical_path,crit_fanout,13,
power,power,0.4436,mW
synthesis,top_area_share,47.06,%
clocking,insertion_delay,260,ps
sta,relSlewSlack,69.04,%
run_status,status,"finished clean",
place,dpl.hpwl,1748,µm
synthesis,yosysSeqAreaShare,47.06,%
die,die_y,110,µm
critical_path,startpoint_type,"register",
critical_path,reg2reg_depth,6,
detailed_routing,diodes,0,
worst_hold_path,holdPathStages,0,
sta,setup_violations,0,
critical_path,required,2880,ps
synthesis,largest_area_cell,"dfxtp_1",
detailed_routing,postRouteWirelength,2181,µm
synthesis,yosysChipArea,1021,µm²
synthesis,numSynthFlops,24,
synthesis,synth_area_per_cell,10.31,µm²
global_route,grtUsageTotal,3.464,%
die,coreArea,7807,µm²
detailed_routing,wl_per_cell,10.05,µm
place,port_buffers,24,
clocking,cts_buffer_depth,2,
synthesis,synth_area,1021,µm²
critical_path,end_kind,"primary output",
final_layout,area_growth,36.03,%
critical_path,crit_slowest_cell,"dfxtp_1",
detailed_routing,drt_iter0_drc,66,
die,die_area,12100,µm²
clocking,cts_tree,"done",
critical_path,path_delay_family,"flip-flops",
synthesis,netlist_instances,99,
global_route,gr-total-overflow,0,
clocking,path_clk_slew,80,ps
final_layout,drive_gt1_share,8.696,%
die,fp-utilization,13.08,%
synthesis,yosys_warnings,2,
global_route,grt_pass1_vias,670,
die,die_x,110,µm
critical_path,critical_path_class,"reg2out",
synthesis,flop_cell,"dfxtp_1",
clocking,clock-sinks,24,
global_route,grt_pass1_wl,3312,µm
run,warnings,35,
sta,period_used_share,60.37,%
critical_path,crit_buf_inv,1,
place,globalplace.congestion,0.8192,
critical_path,cp_slowest_stage_delay,600,ps
power,p_leak,0.5073,nW
synthesis,ys_types,24,
die,rows,32,
clocking,post_cts_buffers,0,
sta,fin_crit,2173,ps
clocking,htreeDepth,1,
critical_path,worstPathCellList,"clkdlybuf4s50_1",
clocking,root_buffer,"clkbuf_8",
sta,finalHoldViolCount,0,
detailed_routing,drc,0,
detailed_routing,vias,663,
synthesis,async_flop_share,0,%
power,max-vdd-ir-drop,0.1242,mV
detailed_routing,postRouteAntennaNets,0,
clocking,ctsResizeCount,0,
power,p_per_area,319.4,nW/µm²
synthesis,synth-edff-count,0,
sta,timing.fmax,460.1,MHz
sta,drv_slew,0,
critical_path,worst_ep_arrival_time,1450,ps
detailed_routing,firstDrtPassIters,4,
synthesis,ys_cells,99,
global_route,grt_max_degree,15,
global_route,antenna_found_initial,0,
sta,rsz0062_at_grt,"no",
detailed_routing,vias_per_cell,3.055,
sta,fin_worst_skew,1.518,ps
sta,worstMarginPinSlew,464.0,ps
clocking,hold_buffers,0,
run,cap_violations,0,
critical_path,cp_num_cells,1,
layout make-up:
cell class / instances / area [µm²]
fill: 852 / 6419
sequential: 24 / 480.5
multi-input combinational: 55 / 452.9
timing repair buffer: 24 / 240.2
tap: 102 / 127.6
clock buffer: 4 / 55.05
inverter: 8 / 32.53
layer usage:
metal,vias to the layer above,GRT usage [%],wire (µm)
li1,344,-,-
met1,303,4.314,1011
met2,16,5.292,962
met3,0,1.763,206
met4,0,0.7435,0
met5,-,0,0
worst paths after layout:
path	from	to	slack, ps
max	step01.radom[3]$_SDFF_PN0_	radom[3]	1430
min reg2reg	step01.radom[5]$_SDFF_PN0_	step01.radom[4]$_SDFF_PN0_	450
min	step01.radom[5]$_SDFF_PN0_	step01.radom[4]$_SDFF_PN0_	450
max reg2reg	step01.radom[7]$_SDFF_PN0_	seg01[4]$_DFF_P_	1490
logic make-up after synthesis:
group,after synthesis,share of synthesized area [%]
simple gates,21,9.560
xor+xnor,4,4.902
buf+inv,20,8.579
compound gates,12,6.740
fa+ha+maj,12,14.71
mux,6,8.456
flops,24,47.06
where the power goes:
part | leakage [nW] | switching [mW] | total (mW) | internal [mW]
clock | 0.0288 | 0.0810 | 0.178 | 0.0974
combinational | 0.285 | 0 | 0.000000285 | 0
sequential | 0.193 | 0 | 0.265 | 0.265
total | 0.507 | 0.0810 | 0.444 | 0.363
state kept, by name, summed over array words and instances (netlist names):
register	flops
seg02	8
seg01	8
step01.radom	8
cells in the mapped netlist (2+ instances only):
master and n:
xnor2_1 2, nand2_1 8, clkbuf_1 9, xor2_2 2
nor2_1 7, a21oi_1 3, dlygate4sd1_1 2, o22ai_1 2
nand3b_1 2, mux2i_1 3, o21ai_0 5, dfxtp_1 24
inv_1 7, mux4_2 2, ha_1 12
stage by stage:
stage / setup slack [ps] / cell area [µm²] / instances / utilization, % / hold WS [ps]
5_1_grt: 1272 / 1389 / 217 / 17.79 / 485.1
4_1_cts: 1393 / 1389 / 217 / 17.79 / 464.9
2_1_floorplan: 1578 / 1021 / 99 / - / 430.7
3_5_place_dp: 1490 / 1334 / 213 / 17.08 / 451.9
3_3_place_gp: 1497 / 1334 / 213 / 17.08 / 448.8
6_report: 1427 / 1389 / 217 / 17.79 / 451.1
Power is estimated from default activity; no workload was simulated.
